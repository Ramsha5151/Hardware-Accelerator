==> design.v <==
`timescale 1ns / 1ps
module conv_core #(
    parameter DATA_WIDTH  = 8,
    parameter KERNEL_SIZE = 3
)(
    input  wire clk,
    input  wire rst_n,
    input  wire [DATA_WIDTH-1:0] pixel_in,
    input  wire valid_in,
    output reg [DATA_WIDTH-1:0] conv_out,
    output reg valid_out
);
    wire [(DATA_WIDTH * KERNEL_SIZE * KERNEL_SIZE)-1:0] window_flat;
    wire window_valid;
    wire fsm_valid_out;  
    wire [DATA_WIDTH-1:0] mac_result;
    wire mac_valid;
    wire start_mac;
    line_buffer #(
        .DATA_WIDTH(DATA_WIDTH),
        .KERNEL_SIZE(KERNEL_SIZE)
    ) u_line (
        .clk        (clk),
        .rst_n      (rst_n),
        .pixel_in   (pixel_in),
        .valid_in   (valid_in),
        .window_flat(window_flat), 
        .valid_out  (window_valid)
    );
    fsm_controller u_fsm (
        .clk          (clk),
        .rst_n        (rst_n),
        .valid_in     (window_valid),
        .start_mac    (start_mac),
        .output_valid (fsm_valid_out) 
    );
    mac_unit #(
        .DATA_WIDTH (DATA_WIDTH),
        .KERNEL_SIZE(KERNEL_SIZE)
    ) u_mac (
        .clk       (clk),
        .rst_n     (rst_n),
        .data_in   (window_flat), 
        .valid_in  (window_valid & start_mac),
        .mac_out   (mac_result),
        .valid_out (mac_valid)
    );
    always @(posedge clk or negedge rst_n) begin 
        if (!rst_n) begin
            conv_out  <= 0;
            valid_out <= 0;
        end else if (mac_valid) begin
            conv_out  <= mac_result;
            valid_out <= 1'b1;
        end else begin
            valid_out <= 1'b0;
        end
    end
endmodule
`timescale 1ns / 1ps
module fsm_controller (
    input  wire clk,
    input  wire rst_n,
    input  wire valid_in,
    output reg  start_mac,
    output reg  output_valid
);
    reg [1:0] state;
    localparam IDLE = 2'b00, PROCESS = 2'b01;
    always @(posedge clk or negedge rst_n) begin
        if (!rst_n) begin
            state <= IDLE;
            start_mac <= 0;
            output_valid <= 0;
        end else begin
            case (state)
                IDLE: begin
                    if (valid_in) begin
                        state <= PROCESS;
                        start_mac <= 1;
                    end
                end
                PROCESS: begin
                    if (!valid_in) begin
                        state <= IDLE;
                        start_mac <= 0;
                    end
                end
            endcase
        end
    end
endmodule
`timescale 1ns / 1ps
module line_buffer #(
    parameter DATA_WIDTH  = 8,
    parameter KERNEL_SIZE = 3
)(
    input  wire clk,
    input  wire rst_n,
    input  wire [DATA_WIDTH-1:0] pixel_in,
    input  wire valid_in,
    output wire [(DATA_WIDTH * KERNEL_SIZE * KERNEL_SIZE)-1:0] window_flat,
    output reg  valid_out
);
    reg [DATA_WIDTH-1:0] line0 [0:KERNEL_SIZE-1];
    reg [DATA_WIDTH-1:0] line1 [0:KERNEL_SIZE-1];
    reg [DATA_WIDTH-1:0] line2 [0:KERNEL_SIZE-1];
    integer i;
    always @(posedge clk or negedge rst_n) begin
        if (!rst_n) begin
            for (i = 0; i < KERNEL_SIZE; i = i + 1) begin
                line0[i] <= 0; line1[i] <= 0; line2[i] <= 0;
            end
            valid_out <= 1'b0;
        end
        else if (valid_in) begin
            for (i = 0; i < KERNEL_SIZE-1; i = i + 1) begin
                line0[i] <= line0[i+1];
                line1[i] <= line1[i+1];
                line2[i] <= line2[i+1];
            end
            line2[KERNEL_SIZE-1] <= pixel_in;
            line1[KERNEL_SIZE-1] <= line2[0];  
            line0[KERNEL_SIZE-1] <= line1[0];  
            valid_out <= 1'b1;
        end
        else begin
            valid_out <= 1'b0;
        end
    end
    genvar r, c;
    generate
        for (r = 0; r < KERNEL_SIZE; r = r + 1) begin : ROW
            for (c = 0; c < KERNEL_SIZE; c = c + 1) begin : COL
                assign window_flat[DATA_WIDTH*(r*KERNEL_SIZE+c+1)-1 -: DATA_WIDTH] = 
                    (r==0) ? line0[c] :
                    (r==1) ? line1[c] :
                             line2[c];
            end
        end
    endgenerate
endmodule
`timescale 1ns / 1ps
module mac_unit #(
    parameter DATA_WIDTH  = 8,
    parameter KERNEL_SIZE = 3
)(
    input  wire        clk,
    input  wire        rst_n,    
    input  wire [(DATA_WIDTH*KERNEL_SIZE*KERNEL_SIZE)-1:0] data_in,  
    input  wire        valid_in,
    output reg [DATA_WIDTH-1:0] mac_out,
    output reg        valid_out
);
    wire [DATA_WIDTH-1:0] p [0:8];
    assign {p[0], p[1], p[2], p[3], p[4], p[5], p[6], p[7], p[8]} = data_in;
    wire signed [7:0] k [0:8];
    assign k[0] = 1; assign k[1] = 1; assign k[2] = 1;
    assign k[3] = 1; assign k[4] = 1; assign k[5] = 1;
    assign k[6] = 1; assign k[7] = 1; assign k[8] = 1;
    reg signed [15:0] sum;
    integer i;
    always @(posedge clk or negedge rst_n) begin
        if (!rst_n) begin
            sum <= 0;
            mac_out <= 0;
            valid_out <= 0;
        end else if (valid_in) begin
            sum = (p[0]*k[0]) + (p[1]*k[1]) + (p[2]*k[2]) +
                  (p[3]*k[3]) + (p[4]*k[4]) + (p[5]*k[5]) +
                  (p[6]*k[6]) + (p[7]*k[7]) + (p[8]*k[8]);
            mac_out <= sum / 9; 
            valid_out <= 1'b1;
        end else begin
            valid_out <= 1'b0;
        end
    end
endmodule
module top (
    input clk,
    input rst_n,
    input [7:0] pixel_in,
    input valid_in,
    output [7:0] conv_out,
    output valid_out
);
    conv_core #(
        .DATA_WIDTH(8),
        .KERNEL_SIZE(3)
    ) u_conv (
        .clk(clk),
        .rst_n(rst_n),
        .pixel_in(pixel_in),
        .valid_in(valid_in),
        .conv_out(conv_out),
        .valid_out(valid_out)
    );
endmodule
==> run.sh <==
#!/bin/bash
# OpenROAD 26Q1-2900-gdf79404cd8, Yosys 0.63+post, stock flow scripts
make -C /OpenROAD-flow-scripts/flow DESIGN_CONFIG=/design/flow/config.mk WORK_HOME=/design/flow/orfs finish
==> config.mk <==
export PLATFORM = sky130hd
export DESIGN_NAME = top
export DESIGN_NICKNAME = top
export VERILOG_FILES = /design/flow/design.v
export SDC_FILE = /design/flow/constraint.sdc
export NUM_CORES = 4
export LEC_CHECK = 1
export CORE_UTILIZATION = 30
==> constraint.sdc <==
current_design top

set clk_period 10.3
set clk_io_pct 0.2

create_clock -name clk0 -period $clk_period [get_ports {clk}]

set non_clock_inputs [all_inputs -no_clocks]
set_input_delay [expr $clk_period * $clk_io_pct] -clock clk0 $non_clock_inputs
set_output_delay [expr $clk_period * $clk_io_pct] -clock clk0 [all_outputs]
==> GITHUB_STEP_SUMMARY <==
### Metrics collected by this job

| Metric | Value |
|---|---|
| Status | complete, no violations |
| Antenna cells | 0 |
| Slowest-stage cell, CP | fa_1 |
| Main flop type | dfrtp_1 |
| Area after DPL | 7800 µm² |
| Clock Tree Root | clkbuf_16 |
| Largest fanout on the critical path | 8 |
| Most numerous logic cell after layout | dfrtp_1 |
| Buffer-and-inverter tally for the worst setup path | 2 |
| DR vias | approximately 5000 |
| Most frequent cells in the layout | 93 x dfrtp_1, 73 x mux2_2, 54 x fa_1 |
| Reg clk slew, reported paths | about 0.070 ns |
| Worst slew margin | 49.7% |
| Unique masters post-synth | 85 |
| Tcrit/Tclk final | 95.7% |
| YS chip area | slightly above 7000 µm² |
| Worst Max-Slew Pin Slew | 0.752 ns |
| CP Class | reg -> reg |
| Critical Path Sink Type | flip-flop |
| Sequential area share after synthesis | 33.0% |
| Post-CTS Hold Buffers | 0 |
| Via-to-Cell Ratio | 4.88 |
| Critical Path Max Stage Delay | 0.58 ns |
| Syn Inst Count | 671 |
| Finished Cell Area | 8190 µm² |
| Avg Inst Size Synth | 10.6 µm² |
| TritonRoute pass-1 iters | 4 |
| PnR worst setup slack | 0.448 ns |
| DP HPWL | 10300 µm |
| Tot GR Track Use | 12.6% |
| Num Clock Sinks | 94 |
| Number of global-route vias before repair | 4975 |
| Top delay family on crit path | adder cells |
| Fp_density | 30.5% |
| Synth flops | 94 |
| Placer Congestion | a little over 0.9 |
| Max Cap Viol | 0 |
| Final setup viols | 0 |
| Number of routed nets with antenna violations | 0 |
| DR WL/cell | 13.6 µm |
| Yosys cell count | 671 |
| Htree depth | 3 |
| Die X-Extent | 156 µm |
| Final Hold Vio Count | 0 |
| Cell mode on critical path | fa_1 |
| Synth Warn # | 7 |
| # rows | 56 |
| Fin Clk Skew | between 0.009 and 0.01 ns |
| EDFF count, synth | 0 |
| GRT overflow | 0 |
| Worst-skew pair later-pin latency | 0.35 ns |
| Deepest clock path buffer count | 2 |
| First-pass GRT wire length | about 24000 µm |
| 1st-iter DRT viols | 235 |
| TritonCTS clock tree | built |
| Routed WL | 14000 µm |
| Hold Crit Class | reg -> reg |
| Layout cell share with drive strength beyond 1 | 23.0% |
| Maximum clock frequency | 102 MHz |
| Startpoint types | flip-flop |
| I/O Pins | 20 |
| CORE AREA | around 23000 µm² |
| Largest net degree at the start of global routing | 63 |
| Die ar. | 24400 µm² |
| Worst Path Arrival | slightly above 10 ns |
| FFs w/ async S/R, synth | around 100% |
| Die extent in y | approximately 160 µm |
| Tool warning count | 26 |
| I/O Buffers | 19 |
| Slew Viols, Final | 0 |
| Crit path DRT | 10.52 ns |
| Initial antenna violation count | 0 |
| Syn Std Cell Area | about 7100 µm² |
| Area grow syn2layout | 14.8% |
| Final Critical Period | 9.85 ns |
| Place WS | around 0.14 ns |
| CTS buffer count | 9 |
| # DRC | 0 |
## cell usage after synthesis (all sizes together), types with 8 or more instances
library cell | instances | area, µm²
o31ai | 8 | 65.1
dfrtp | 93 | 2330
clkbuf | 15 | 56.3
o211ai | 8 | 65.1
nor3 | 22 | 120
ha | 16 | 200
nand2 | 35 | 131
a21oi | 39 | 221
nand3 | 12 | 60.1
xnor2 | 13 | 114
nor2 | 44 | 168
a31oi | 10 | 90.1
o21ai | 37 | 185
buf | 11 | 61.3
a211oi | 10 | 90.1
mux2 | 74 | 837
fa | 54 | 1080
inv | 52 | 195
## state kept, by name, summed over array words and instances (netlist names)
signal and cells:
u_conv.u_fsm.state 2, u_conv.u_mac.valid_out 1, u_conv.valid_out 1, u_conv.u_line.line0 24
u_conv.u_fsm.start_mac 1, u_conv.u_line.valid_out 1, u_conv.conv_out 8, u_conv.u_line.line1 24
u_conv.u_mac.mac_out 8, u_conv.u_line.line2 24
## kinds of logic (layout without fill, tap and decap cells)
family	Yosys count	in the layout	share of synthesized area (%)
adder cells (fa/ha/maj)	74	74	18.5
AND/OR/NAND/NOR	158	158	11.5
flip-flops	94	94	33.0
buffers and inverters	78	116	4.38
XOR/XNOR	17	17	2.09
AND-OR/OR-AND	172	172	18.0
multiplexers	78	78	12.5
## worst paths after layout
kind | startpoint | to | slack [ns] | depth (start not counted)
max in group asynchronous | rst_n | u_conv.u_line.line1[0][6] | 7.54 | 2
min in group asynchronous | rst_n | u_conv.u_line.line2[0][0] | 1.70 | 1
worst min-delay path | u_conv.u_fsm.state[1] | u_conv.u_fsm.start_mac | 0.43 | 1
worst min register to register | u_conv.u_fsm.state[1] | u_conv.u_fsm.start_mac | 0.43 | 1
worst max-delay path | u_conv.u_line.line2[0][2] | u_conv.u_mac.mac_out[0] | 0.45 | 34
worst max register to register | u_conv.u_line.line2[0][2] | u_conv.u_mac.mac_out[0] | 0.45 | 34
## repair_timing
action | in CTS | in global routing
setup buffers | 0 | 3
gates resized | 0 | 19
endpoints found under the hold margin | 0 | 0
endpoints found under the setup margin | 0 | 2
## worst reg2reg max path: cells and delay by family, from the launching register on
family | cells | cell delay, ns
AND/OR/NAND/NOR | 12 | 2.87
AND-OR/OR-AND | 12 | 2.65
adder cells (fa/ha/maj) | 7 | 3.00
multiplexers | 1 | 0.43
buffers and inverters | 2 | 0.35
flip-flops | 1 | 0.41
## layout make-up
type | instances | area (µm²)
Timing Repair Buffer | 49 | 408
Sequential cell | 94 | 2350
Clock buffer | 12 | 236
Multi-Input combinational cell | 499 | 4560
Inverter | 52 | 195
Clock inverter | 3 | 46.3
Tap cell | 319 | 399
Fill cell | 2342 | 15200
## stage by stage
step                utilization (%)  hold slack (ns)  setup TNS (ns)  std cells
finish                         35.0            0.433               0       1028
global route                   35.0            0.448         -0.0647       1028
CTS                            34.5            0.442               0       1025
detailed placement             33.3            0.432               0       1010
global placement               33.3            0.417               0       1010
floorplan                         -            0.352               0        671
## routing by layer
layer | global-route usage, % | routed length [µm] | up-vias
met4 | 1.77 | 181 | 0
li1 | - | - | 2491
met2 | 19.7 | 6500 | 68
met5 | 0 | 0 | -
met1 | 19.5 | 6840 | 2447
met3 | 1.80 | 451 | 12
